**flow/config.mk**
```make
export PLATFORM = sky130hd
export DESIGN_NAME = hid_report_manager
export DESIGN_NICKNAME = hid_report_manager
export VERILOG_FILES = /design/flow/design.v
export SDC_FILE = /design/flow/constraint.sdc
export NUM_CORES = 4
export LEC_CHECK = 1
export CORE_UTILIZATION = 30
```
**flow/constraint.sdc**
```tcl
current_design hid_report_manager

set clk_period 3.1
set clk_io_pct 0.2

create_clock -name clk0 -period $clk_period [get_ports {clk}]

set non_clock_inputs [all_inputs -no_clocks]
set_input_delay [expr $clk_period * $clk_io_pct] -clock clk0 $non_clock_inputs
set_output_delay [expr $clk_period * $clk_io_pct] -clock clk0 [all_outputs]
```
**flow/design.v**
```verilog
module hid_report_manager (
    input  logic        clk,
    input  logic        rst_n,
    input  logic [7:0]  mouse_x,
    input  logic [7:0]  mouse_y,
    input  logic [2:0]  buttons,
    input  logic        report_req,  
    output logic [7:0]  tx_data,
    output logic        tx_valid,
    input  logic        tx_ready,    
    input  logic        usb_configured
);
    typedef enum logic [2:0] {
        IDLE,
        SEND_BTN,
        SEND_X,
        SEND_Y,
        SEND_WHEEL,
        DONE
    } state_t;
    state_t state;
    logic [7:0] saved_x, saved_y, saved_wheel;
    logic [2:0] saved_btns;
    always_ff @(posedge clk or negedge rst_n) begin
        if (!rst_n) begin
            state <= IDLE;
            tx_valid <= 1'b0;
            tx_data <= 8'd0;
            saved_x <= 8'd0;
            saved_y <= 8'd0;
            saved_btns <= 3'd0;
        end else begin
            case (state)
                IDLE: begin
                    if (report_req && usb_configured) begin
                        saved_x <= mouse_x;
                        saved_y <= mouse_y;
                        saved_btns <= buttons;
                        state <= SEND_BTN;
                        tx_data <= {5'd0, buttons};
                        tx_valid <= 1'b1;
                    end else begin
                        tx_valid <= 1'b0;
                    end
                end
                SEND_BTN: begin
                    if (tx_ready) begin
                        tx_data <= saved_x;
                        tx_valid <= 1'b1;
                        state <= SEND_X;
                    end
                end
                SEND_X: begin
                    if (tx_ready) begin
                        tx_data <= saved_y;
                        tx_valid <= 1'b1;
                        state <= SEND_Y;
                    end
                end
                SEND_Y: begin
                    if (tx_ready) begin
                        tx_data <= 8'd0;  
                        tx_valid <= 1'b1;
                        state <= SEND_WHEEL;
                    end
                end
                SEND_WHEEL: begin
                    if (tx_ready) begin
                        tx_valid <= 1'b0;
                        state <= IDLE;
                    end
                end
                default: state <= IDLE;
            endcase
        end
    end
endmodule
```
**flow/run.sh**
```bash
#!/bin/bash
# OpenROAD 26Q1-2900-gdf79404cd8, Yosys 0.63+post, stock flow scripts
make -C /OpenROAD-flow-scripts/flow DESIGN_CONFIG=/design/flow/config.mk WORK_HOME=/design/flow/orfs finish
```
==> flow_summary.yaml <==
# implementation run metrics
die:
  fp_util: 0.321
  core_area_sq_um: 4120
  chipHeight_microns: 68.4
  die_w_microns: 68.4
  rows: 23
  die_area_sq_um: 4670
  io_pins: 33
place:
  dp_worst_setup_slack_ns: 0.905
  place_congestion: 0.757
  dp_hpwl_microns: 1720
  io_buffers: 32
  place_area_sq_um: 1680
power_and_ir_drop:
  p_leak_nw: 0.809
  powerDensity_nw_per_um2: 810
  max-vdd-ir-drop_v: 0.000272
sta:
  worstMarginPinSlew_ns: 0.541
  slew_viol_final: 0
  finalSetupTns_ns: 0
  relSlewSlack: 0.640
  clock.fmax_ghz: 0.530
  setup_ws_ns: 1.21
  post-route-period-util: 0.608
  skew_ns: 0.00298
  rsz0062_at_grt: "no"
  finalSetupViolCount: 0
  final.min_clock_period_ns: 1.89
  finalHoldViolCount: 0
clock_network:
  cts_sinks: 30
  cts_resized: 0
  clockRootBuffer: "clkbuf_8"
  hold_buffers: 0
  h-tree-depth: 2
  clkTransAtPathRegs_ns: 0.06
  cts_setup_buffers: 0
  cts_made_buffers: 5
  cts_tree: "yes"
  clockBufferDepth: 2
  clock_latency_ns: 0.28
synthesis:
  synth.area.mux_share: 0.233
  edf_count: 0
  ys_ff: 30
  ys_sh_adder: 0
  flop_cell: "dfrtp_1"
  yosys_warnings: 1
  synth-xor-area-share: 0
  ys_seq_frac: 0.569
  synth.distinct_cells: 23
  topCombFamilyByArea: "multiplexers"
  yosys_area_sq_um: 1320
  syn_area_per_cell_sq_um: 15.2
  yosys-stat-cells: 87
  syn-instance-count: 87
  synthSimpleGateAreaFrac: 0.0398
  async_reset_ff_frac: 1.00
  syn_area_sq_um: 1320
  ys_sh_aoi: 0.114
finish:
  final_area_sq_um: 1760
  final-comb-area_sq_um: 510
  mostFrequentLayoutCells: "32 x clkdlybuf4s50_1, 29 x dfrtp_1, 18 x mux2_2"
  drive_gt1_frac: 0.323
  area_growth_pct: 32.9
  seq_area_sq_um: 752
  fill_cells: 377
  layout_top_cell: "clkdlybuf4s50_1"
routing:
  viasPerCell: 4.70
  drc_errors: 0
  ant_nets: 0
  wl_per_cell_microns: 14.6
  first_pass_iters: 4
  diodes: 0
  wl_microns: 2540
  num_vias: 817
  drt_iter0_drc: 43
worst_setup_path:
  start_kind: "flop"
  cp.arrival_ns: 2.05
  path_class: "reg -> reg"
  cp-end-kind: "flop"
  crit_fanout: 13
  crit_required_ns: 3.26
global_routing:
  antenna_found_initial: 0
  grt_max_degree: 31
  grt_first_pass_wirelength_microns: 4190
  grt_overflow: 0
  first_global_vias: 900
  grt_use_total: 0.127
job:
  log.warning_count: 25
  maxCapViolations: 0
status:
  outcome: "complete, no violations"
worst_hold_path:
  hold_class: "reg -> reg"
stage by stage:
stage               hold WS, ns  instances  total power, mW   util
floorplan                 0.324         87            0.951      -
global placement          0.481        167             1.14  0.408
detailed placement        0.494        167             1.15  0.408
CTS                       0.507        174             1.44  0.427
global route              0.517        174             1.54  0.427
finish                    0.506        174             1.42  0.427
logic make-up after synthesis:
kind of cell | count (synthesis)
buf+inv | 9
compound gates | 15
simple gates | 7
flops | 30
mux | 26
per-layer routing:
layer  up-vias  wire length (microns)  GRT usage
met3         2                    186     0.0372
li1        398                      -          -
met2        26                   1170      0.216
met1       391                   1150      0.166
met5         -                      0          0
met4         0                     27     0.0208
path summary, 6_finish.rpt:
kind | from | endpoint | slack (ns) | depth (start not counted)
max in group asynchronous | rst_n | state[0] | 2.07 | 2
max | flop | tx_data[6] | 1.21 | 3
max reg2reg | flop | tx_data[6] | 1.21 | 3
min reg2reg | saved_x[1] | saved_x[1] | 0.51 | 1
min | saved_x[1] | saved_x[1] | 0.51 | 1
min in group asynchronous | rst_n | tx_data[7] | 0.73 | 2
worst max-delay path, cell delays in order, from the launching register on:
cell      delay [ns]
dfrtp_1         0.58
or4_4           0.63
o211ai_4        0.22
mux2_4          0.34
registers in the layout (all words and copies together), names as in the netlist, named ones only:
| register | cells |
|---|---|
| state | 2 |
| tx_valid | 1 |
| saved_y | 8 |
| tx_data | 8 |
| saved_x | 8 |
layout make-up:
class                           instances  area share
Inverter                                5      0.0107
Multi-Input combinational cell         48       0.291
Sequential cell                        30       0.428
Clock buffer                            7      0.0435
Timing Repair Buffer                   34       0.191
Tap cell                               50      0.0356
power by group:
group          internal, mW  switching, mW  total (mW)
clock                 0.154          0.131       0.285
combinational         0.325          0.150       0.474
sequential            0.558          0.104       0.662
synthesized netlist by cell type (2+ instances only):
master	instances	area, sq um
dfrtp_1	29	726
clkbuf_8	2	27.5
a222oi_1	3	30.0
nor2b_1	2	12.5
mux2i_1	3	30.0
inv_1	5	18.8
nand2_1	2	7.51
a22o_2	5	50.1
mux2_4	5	75.1
mux2_2	18	203
Power is estimated from default activity; no workload was simulated.
